===== /design/flow/config.mk =====
export PLATFORM = sky130hd
export DESIGN_NAME = Sobel
export DESIGN_NICKNAME = Sobel
export VERILOG_FILES = /design/flow/design.v
export SDC_FILE = /design/flow/constraint.sdc
export NUM_CORES = 4
export LEC_CHECK = 1
export CORE_UTILIZATION = 50

===== /design/flow/constraint.sdc =====
current_design Sobel

set clk_period 1.0
set clk_io_pct 0.2

create_clock -name clk0 -period $clk_period [get_ports {i_clk}]

set non_clock_inputs [all_inputs -no_clocks]
set_input_delay [expr $clk_period * $clk_io_pct] -clock clk0 $non_clock_inputs
set_output_delay [expr $clk_period * $clk_io_pct] -clock clk0 [all_outputs]

===== /design/flow/design.v =====
module Sobel (
    input                 i_clk,
    input                 i_rst_n,
    input  [8*9-1:0] i_pixel,
    output [8-1:0]   o_grad,  
    output [2-1:0] o_angle  
);
logic   [8-1:0] pixel_arr [0:8];
logic [8-1:0]   o_grad_r;
logic [8-1:0]   o_grad_w;
logic [2-1:0] o_angle_r; 
logic [2-1:0] o_angle_w;
logic [8+1:0]   Gx, Gy;
logic [8+1:0]   absGx;
logic [8+1:0]   absGy;
logic [8:0]     gradient;
logic [8-1:0]   GxTan, GyTan;
logic                compX, compY, compSign;
assign o_grad = o_grad_r;
assign o_angle = o_angle_r;
assign Gx = $signed((pixel_arr[0] + pixel_arr[1]*2 + pixel_arr[2]) - (pixel_arr[6] + pixel_arr[7]*2 + pixel_arr[8]));
assign Gy = $signed((pixel_arr[0] + pixel_arr[3]*2 + pixel_arr[6]) - (pixel_arr[2] + pixel_arr[5]*2 + pixel_arr[8]));
assign absGx = $signed(Gx) > 0 ? Gx : -$signed(Gx);
assign absGy = $signed(Gy) > 0 ? Gy : -$signed(Gy);
assign gradient = (absGx + absGy) >> 2;
assign o_grad_w = gradient[8-1:0];
assign GxTan = (absGx >> 2) + (absGx >> 3) + (absGx >> 5) + (absGx >> 7);
assign GyTan = (absGy >> 2) + (absGy >> 3) + (absGy >> 5) + (absGy >> 7);
assign compX = GxTan > absGy ? 1 : 0;
assign compY = GyTan > absGx ? 1 : 0;
assign compSign = Gx[8+1] ^ Gy[8+1];
integer i;
always_comb begin
    for (i=0;i<9;i=i+1) begin
        pixel_arr[i] = i_pixel[8*9-1-i*8 -: 8];
    end
end
always_comb begin
    if (!compX && !compY) begin
        o_angle_w = compSign? 3 : 1;
    end
    else begin
        o_angle_w = compX? 0 : 2;
    end
end
always_ff @(posedge i_clk or negedge i_rst_n) begin
    if (!i_rst_n) begin        
        o_grad_r  <= 0;
        o_angle_r <= 0;
    end
    else begin
        o_grad_r  <= o_grad_w;
        o_angle_r <= o_angle_w;
    end
end
endmodule

===== /design/flow/run.sh =====
#!/bin/bash
# OpenROAD 26Q1-2900-gdf79404cd8, Yosys 0.63+post, stock flow scripts
make -C /OpenROAD-flow-scripts/flow DESIGN_CONFIG=/design/flow/config.mk WORK_HOME=/design/flow/orfs finish

==> GITHUB_STEP_SUMMARY <==
## PnR job results

| Metric | Value |
|---|---|
| First-pass GRT wire length | `between 20 and 25 mm` |
| DR vias | `approximately 4700` |
| Synthesized cell area | `slightly above 0.005 mm^2` |
| Clock transition at path regs | `0.05 ns` |
| Number of detailed-route iterations in the first pass | `4` |
| Synth unique cells | `approximately 70` |
| Max-Cap Viols | `0` |
| Setup crit end kind | `flip-flop` |
| Synthesis Warnings | `2` |
| CTS tree | `done` |
| CP required | `around 1.1 ns` |
| # rows | `36` |
| Routed len/inst | `13.2 um` |
| GP Congestion | `0.911` |
| FF+latch count, synth | `10` |
| Remaining DRCs | `0` |
| Post-place setup slack | `-6.88 ns` |
| Number of diodes | `0` |
| Area leader, netlist | `fa_1` |
| Ys cells | `578` |
| Worst path max stage delay | `0.55 ns` |
| Worst-path maximum fanout | `4` |
| Cts hold-fix bufs | `0` |
| GRT Resource Usage Total | `0.268` |
| Layout Utilization | `0.837` |
| Ports | `84` |
| CTS Sinks | `10` |
| Die width | `103 um` |
| Worst Slack Setup Final | `-6.08 ns` |
| H-tree Lvls | `1` |
| Top cell area share | `0.282` |
| Final slew viol count | `0` |
| Status | `complete, but fails checks` |
| Hpwl dp | `10.5 mm` |
| Die Footprint | `0.0106 mm^2` |
| Post-Route WL | `12.9 mm` |
| Measured slew at the worst slew-check pin | `0.672 ns` |
| Register area | `250 um^2` |
| Remaining antenna violation count after routing | `0` |
| Final hold vios | `0` |
| Syn Area/Cell | `8.83 um^2` |
| Iter 0 DRT Violations | `75` |
| Initial antenna violation count | `0` |
| Via density | `4.83` |
| Top cells by area | `fa_1, ha_1, inv_1, xnor2_1, dfrtp_1` |
| I/O Buffers | `75` |
| Final std cells w/o fill | `980` |
| Tool warnings | `40` |
| Placed cell count | `a little over 900` |
| Fillers | `roughly 600` |
| Die Y | `103 um` |
| Largest net degree at the start of global routing | `11` |
| Number of global-route vias before repair | `4747` |
| Crit-path slowest cell | `o41a_4` |
| Post-synth ARST share | `1.00` |
| Post-layout period usage | `7.08` |
| Starting Density | `0.520` |
| Max frequency | `141 MHz` |
| Count of final setup violators | `10` |
| Dominant synthesized flop cell | `dfrtp_1` |
| Crit path DAT | `between 7 and 8 ns` |
| RSZ-0062 raised after global routing | `yes` |
| Gr ovfl total | `0` |
| Root Buffer | `clkbuf_8` |
| YS chip area | `0.00510 mm^2` |
| Sum of negative setup slack | `-51.09 ns` |
| Fraction of layout cells with a size suffix above 1 | `0.486` |
| Layout area overhead | `60.9%` |
| Core Area | `0.00982 mm^2` |
| Num CTS Buffers | `3` |
| Critical path class | `in -> reg` |
| CP dominant cell by count | `fa_1` |
| Number of synthesized flops with an enable pin | `0` |
| Max Root-Sink Buffers | `2` |
| Failing checks | `negative setup slack` |
| Tmin final | `7.08 ns` |
| Synth Seq Share | `0.0490` |
| HP Class | `in -> async` |
| Startpoint types | `primary input` |
| Slew HR | `0.549` |
| Syn Inst Count | `578` |
| Gate Area | `slightly below 0.005 mm^2` |
==> cell families after synthesis <==
logic type                 share of synthesized area
muxes                                         0.0103
buffers and inverters                          0.124
DFF                                           0.0490
and+or+nand+nor                                0.100
xor gates and xnor gates                       0.104
AOI/OAI and AO/OA                              0.138
adders and majority gates                      0.475
==> flip-flops by register name, indices dropped and copies added, names as in the netlist <==
name / cells
o_angle_r: 2
o_grad_r: 8
==> routing by layer <==
metal,vias to the layer above,part of all wire,GRT usage
li1,2376,-,-
met1,2266,0.51,0.447
met2,88,0.44,0.412
met3,0,0.043,0.0351
met4,0,0,0.00108
met5,-,0,0
==> critical path, delay by kind of cell <==
kind	cells	cell delay, ns
xor+xnor	3	0.42
buf+inv	7	0.52
fa+ha+maj	8	3.33
simple gates	7	1.03
compound gates	9	1.69
==> stage by stage <==
| step | instance area, um^2 | hold WS [ns] |
|---|---|---|
| floorplan | 5350 | -0.0956 |
| global placement | 7370 | 0.504 |
| detailed placement | 7370 | 0.501 |
| CTS | 7980 | 0.252 |
| global route | 8210 | 0.254 |
| finish | 8210 | 0.252 |
==> cells in the mapped netlist (4+ instances only) <==
| library cell | count |
|---|---|
| a21o_1 | 8 |
| xnor2_1 | 40 |
| nand4_1 | 4 |
| nor3_1 | 10 |
| fa_1 | 72 |
| o21ai_0 | 7 |
| a31oi_1 | 5 |
| dfrtp_1 | 10 |
| nand3_1 | 9 |
| xor2_1 | 13 |
| ha_1 | 76 |
| nor2b_1 | 5 |
| inv_1 | 163 |
| a21oi_1 | 26 |
| o21bai_1 | 6 |
| nor2_1 | 30 |
| nand2_1 | 15 |
==> path summary, 6_finish.rpt <==
path / cells after the start / end / startpoint
max: 34 / o_angle_r[1] / i_pixel[25]
min: 2 / o_grad_r[4] / i_rst_n
max in group asynchronous: 2 / o_grad_r[3] / i_rst_n
min in group clk0: 1 / o_grad[2] / o_grad_r[2]
==> area by class of cell <==
class,instances,share of cell area
Multi-Input combinational cell,401,0.604
Timing Repair Buffer,269,0.262
Clock buffer,4,0.00670
Inverter,163,0.0766
Sequential cell,10,0.0305
Tap cell,133,0.0203
==> cell usage in the layout (no fill, tap or decap), types with 5 or more instances in the layout <==
cell and n:
buf_4 178, inv_1 105, fa_1 59, inv_2 55, ha_1 55, xnor2_1 29, dlygate4sd2_1 24, nor2_1 23
buf_6 21, ha_4 18, clkbuf_2 16, clkdlybuf4s15_1 14, nand2_1 13, fa_2 13, a21oi_2 12, xnor2_2 12
a21oi_1 12, dfrtp_1 10, xor2_1 9, clkdlybuf4s50_1 9, a21o_1 8, xor2_2 6, nand3_1 6, nor3_1 6
o21bai_1 6, a21oi_4 5
==> timing repair <==
action                     CTS  global route
buffers inserted            26            17
gates cloned                 0             0
gates resized              223            92
pin swaps                  112            73
setup endpoints to repair   20            14
