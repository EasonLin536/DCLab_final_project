### design.v
module Gau_Fil (
    input                 i_clk,
    input                 i_rst_n,
    input  [8*9-1:0] i_pixel,  
    output [8-1:0]   o_pixel   
);
logic [8-1:0] pixel_arr [0:8];
logic [8+6:0] sum [0:2];
logic [8-1:0] o_pixel_r, o_pixel_w;
assign o_pixel = o_pixel_r;
filter_col_0 fil_r0 ( pixel_arr[0],  pixel_arr[1],  pixel_arr[2],  sum[0] );
filter_col_1 fil_r1 ( pixel_arr[3],  pixel_arr[4],  pixel_arr[5],  sum[1] );
filter_col_0 fil_r4 ( pixel_arr[6],  pixel_arr[7],  pixel_arr[8],  sum[2] );
sum_n_divide snd_r  ( sum[0], sum[1], sum[2], o_pixel_w );
integer i;
always_comb begin
	for (i=0;i<9;i=i+1) begin
		pixel_arr[i] = i_pixel[8*9-1-i*8 -: 8];
	end
end
always_ff @(posedge i_clk or negedge i_rst_n) begin
	if (!i_rst_n) begin
        o_pixel_r <= 0;
    end
    else begin
        o_pixel_r <= o_pixel_w;
    end
end
endmodule
module filter_col_0 (
    input  [8-1:0] pixel_0,
	input  [8-1:0] pixel_1,
	input  [8-1:0] pixel_2,
	output [8+6:0] sum
);
logic [8+3:0] extend_1;
logic [8+3:0] extend_2;
logic [8+3:0] extend_3;
logic [8+5:0] w0;
assign extend_1 = { 4'b0, pixel_0 };
assign extend_2 = { 4'b0, pixel_1 };
assign extend_3 = { 4'b0, pixel_2 };
assign w0  = (extend_1 + extend_3) >> 1;
assign sum = (extend_2 + w0) >> 1;
endmodule
module filter_col_1 (
    input  [8-1:0] pixel_0,
	input  [8-1:0] pixel_1,
	input  [8-1:0] pixel_2,
	output [8+6:0] sum
);
logic [8+3:0] extend_1;
logic [8+3:0] extend_2;
logic [8+3:0] extend_3;
logic [8+5:0] w0, w1, w2;
assign extend_1 = { 4'b0, pixel_0 };
assign extend_2 = { 4'b0, pixel_1 };
assign extend_3 = { 4'b0, pixel_2 };
assign w0  = (extend_1 + extend_3) >> 1;
assign sum = (extend_2 + w0);
endmodule
module sum_n_divide (
    input  [8+6:0] in1,
    input  [8+6:0] in2,
    input  [8+6:0] in3,
	output [8-1:0] out
);
logic [8+9:0] w0, w1, w2, w3, w4, w5, w6;
assign w0 = in1 + in2;
assign w1 = (w0  + in3) >> 2;
assign out = { w1[7:0] };
endmodule
### run.sh
#!/bin/bash
# OpenROAD 26Q1-2900-gdf79404cd8, Yosys 0.63+post, stock flow scripts
make -C /OpenROAD-flow-scripts/flow DESIGN_CONFIG=/design/flow/config.mk WORK_HOME=/design/flow/orfs finish
### config.mk
export PLATFORM = sky130hd
export DESIGN_NAME = Gau_Fil
export DESIGN_NICKNAME = Gau_Fil
export VERILOG_FILES = /design/flow/design.v
export SDC_FILE = /design/flow/constraint.sdc
export NUM_CORES = 4
export LEC_CHECK = 1
export CORE_UTILIZATION = 40
### constraint.sdc
current_design Gau_Fil

set clk_period 1.0
set clk_io_pct 0.2

create_clock -name clk0 -period $clk_period [get_ports {i_clk}]

set non_clock_inputs [all_inputs -no_clocks]
set_input_delay [expr $clk_period * $clk_io_pct] -clock clk0 $non_clock_inputs
set_output_delay [expr $clk_period * $clk_io_pct] -clock clk0 [all_outputs]
==> results_dict.tcl <==
# collected from the flow reports
set metrics [dict create \
    outcome "complete, but fails checks" \
    failed_checks "setup timing" \
    routed_via_density 5.025 \
    postRouteAntennaNets 0 \
    peakVddDrop_mv 3.632 \
    grt-ovfl-total 0 \
    drt-pass1-iter-count 4 \
    setup_viol 8 \
    tool_warnings 31 \
    grt_pass1_vias 2668 \
    place.detailed.hpwl_um 5205 \
    die_area_um2 6493 \
    arrival_ns 3.87 \
    worstPathRequired_ns 1.10 \
    fmax_mhz 265.6 \
    drive_above_1_share_pct 48.22 \
    endpoint_kind "flop" \
    path_max_fanout 3 \
    synthToLayoutAreaGrowth_pct 96.35 \
    cts.clk_slew.worst_paths_ns 0.04 \
    ys_warn_count 4 \
    clock-sinks 8 \
    p_leak_nw 2.295 \
    place.gp.congestion 0.8358 \
    fin_area_um2 4850 \
    antenna_found_initial 0 \
    avgSynthCellArea_um2 8.517 \
    avgRoutedWirePerCell_um 12.10 \
    rsz0062_at_grt "true" \
    combPwrFrac_pct 92.5 \
    relSlewSlack_pct 74.51 \
    vias 2774 \
    finalHoldViolations 0 \
    async_flop_share_pct 100.0 \
    holdBufCountCts 0 \
    flop_cell "dfrtp_1" \
    fp.dieH_um 80.58 \
    cp-start-kind "input port" \
    synth-edff-count 0 \
    hold_class "input port to asynchronous set/reset pin" \
    top_cells_by_area "ha_1 27%, fa_1 11%, dfrtp_1 8.1%, xor2_1 7.4%, xnor2_1 6.4%" \
    placed_area_um2 4197 \
    crit_type "input port to flop" \
    cts_root_buf "clkbuf_8" \
    finalClockPeriodUsage_pct 376.5 \
    drv_slew 0 \
    ys_seq_elements 8 \
    synth_cells 290 \
    yosys_area_um2 2470 \
    drt_iter0_drc 51 \
    sw_frac_of_total_pct 40.43 \
    ctsHtreeMaxLevel 1 \
    top_regs "o_pixel_r x8" \
    setup-tns-final_ns -19.87 \
    largest-register "o_pixel_r" \
    core_area_um2 5956 \
    power.internal_w 0.008165 \
    cts_tree "done" \
    setup_ws_ns -2.765 \
    ys_cells 290 \
    ios 82 \
    netlist_area_um2 2470 \
    switchingPower_w 0.005542 \
    antennaDiodeCount 0 \
    drc_errors 0 \
    grt_pass1_wl_um 11070 \
    grt_max_degree 9 \
    synth_cell_types 39 \
    powerDensity_nw_per_um2 2826 \
    synth_top_cell_by_area "ha_1" \
    clock_path_buffers 2 \
    io_buffers 81 \
    post-route-min-period_ns 3.765 \
    p_clk_share_pct 2.8 \
    die_w_um 80.58 \
    top_area_share_pct 26.85 \
    ys_top_cells_by_count "53 x ha_1, 29 x inv_1, 23 x a21oi_1" \
    largest_reg_flops 8 \
    most_common_cell "ha_1" \
    grt_usage_pct 21.38 \
    cts_buffers 3 \
    fp_util_pct 41.47 \
    fp-row-count 28 \
    pwr-share-seq_pct 4.7 \
    yosys.stat.seqShare_pct 8.105 \
    routed_wl_um 6677 \
    worst_pin_slew_ns 0.3772 \
    maxCapViolations 0 \
    critPathLaunch "i_pixel[29]" \
]
## worst max-delay path, stage by stage
cell	delay (ns)
clkdlybuf4s50_1	0.40
ha_1	0.30
and2_1	0.16
a31o_2	0.23
o31a_1	0.25
nor2_2	0.11
xnor2_1	0.13
ha_2	0.30
buf_4	0.14
xor2_1	0.18
fa_1	0.57
inv_2	0.05
ha_4	0.22
a21oi_2	0.14
o21ai_1	0.09
a221oi_2	0.29
xnor2_1	0.11
## metal layers
metal,up-vias,global-route usage [%],share of wire (%)
met5,-,0,0
met4,0,2.857,1.6
met3,11,1.499,3.0
met2,53,34.49,46
met1,1284,32.30,50
li1,1426,-,-
## placed cells by master, fill, tap and decap left out, types with 5 or more instances in the layout
cell and count:
xnor2_2 5, nand2_1 11, fa_2 5, buf_4 87, a21o_1 13, dfrtp_1 8
nor3_1 11, nand2_2 5, clkdlybuf4s15_1 9, ha_4 16, a21oi_1 7, dlygate4sd2_1 13
xor2_1 16, a21oi_2 14, nor2_1 10, xnor2_1 12, o21ai_1 5, inv_2 11
xor2_2 5, inv_1 17, ha_1 35, clkdlybuf4s50_1 41, buf_6 25, nor2b_1 5
fa_1 9
## power groups by stage
| stage | combinational [W] | sequential [W] | clock [W] |
|---|---|---|---|
| 6_report | 0.0127 | 0.000646 | 0.000380 |
| 5_1_grt | 0.0138 | 0.000665 | 0.000407 |
| 4_1_cts | 0.0122 | 0.000649 | 0.000383 |
## final cells by class
cell class / instances / area (µm²)
Clock buffer: 3 / 41.29
Fill cell: 379 / 1106
Inverter: 29 / 111.4
Multi-Input combinational cell: 253 / 2779
Sequential cell: 8 / 200.2
Tap cell: 75 / 93.84
Timing Repair Buffer: 184 / 1624
## what timing repair did
item | in CTS | in global routing
pin swaps | 97 | 41
resized | 179 | 36
setup buffers | 17 | 6
setup endpoints to repair | 16 | 9
## kinds of logic (layout without fill, tap and decap cells)
family                     after synthesis  in the layout  synth area share [%]
and+or+nand+nor                         75             75                 15.45
AOI/OAI and AO/OA                       72             72                 20.01
adders and majority gates               67             67                 38.20
xor gates and xnor gates                39             39                 13.83
buffers and inverters                   29            216                 4.407
DFF                                      8              8                 8.105
## stage by stage
step                hold WS [ns]  setup WS [ns]  total power (W)  utilization, %  cells
detailed placement        0.4940         -3.537          0.01089           70.46    530
global route              0.2862         -2.913          0.01490           81.43    552
floorplan               -0.09559         -2.634         0.007234               -    290
CTS                       0.2573         -2.750          0.01323           79.22    549
finish                    0.2440         -2.765          0.01371           81.43    552
global placement          0.4844         -3.538          0.01078           70.46    530
## path summary, 6_finish.rpt
kind / end / cells after the start
setup / recovery: o_pixel_r[6] / 17
max in group asynchronous: o_pixel_r[0] / 1
hold / removal: o_pixel_r[7] / 1
min in group clk0: o_pixel[2] / 1
Power figures rest on the tool's default switching activity, not on a simulated workload.
