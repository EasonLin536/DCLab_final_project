**flow/run.sh**
```bash
#!/bin/bash
# OpenROAD 26Q1-2900-gdf79404cd8, Yosys 0.63+post, stock flow scripts
make -C /OpenROAD-flow-scripts/flow DESIGN_CONFIG=/design/flow/config.mk WORK_HOME=/design/flow/orfs finish
```
**flow/design.v**
```verilog
module NonMax (
    input                 i_clk,
    input                 i_rst_n,
    input  [2-1:0] i_angle,
    input  [4*9-1:0] i_grad,
    output [4-1:0]   o_pixel
);
logic [4-1:0] grad_arr [0:8];
logic [4-1:0] o_pixel_w, o_pixel_r;
assign o_pixel = o_pixel_r;
integer i;
always_comb begin
    for (i=0;i<9;i=i+1) begin
        grad_arr[i] = i_grad[4*9-1-i*4 -: 4];
    end
end
always_comb begin
    case (i_angle)
        2'b00: begin  
            o_pixel_w = ((grad_arr[1] > grad_arr[4]) || 
                        (grad_arr[7] > grad_arr[4])) ?
                        0 : grad_arr[4];
        end
        2'b01: begin  
            o_pixel_w = ((grad_arr[2] > grad_arr[4]) || 
                        (grad_arr[6] > grad_arr[4])) ?
                        0 : grad_arr[4];
        end
        2'b10: begin  
            o_pixel_w = ((grad_arr[3] > grad_arr[4]) || 
                        (grad_arr[5] > grad_arr[4])) ?
                        0 : grad_arr[4];
        end
        2'b11: begin  
            o_pixel_w = ((grad_arr[0] > grad_arr[4]) || 
                        (grad_arr[8] > grad_arr[4])) ?
                        0 : grad_arr[4];
        end
    endcase
end
always_ff @(posedge i_clk or negedge i_rst_n) begin
    if (!i_rst_n) begin
        o_pixel_r <= 0;
    end
    else begin
        o_pixel_r <= o_pixel_w;
    end
end
endmodule
```
**flow/constraint.sdc**
```tcl
current_design NonMax

set clk_period 1.0
set clk_io_pct 0.2

create_clock -name clk0 -period $clk_period [get_ports {i_clk}]

set non_clock_inputs [all_inputs -no_clocks]
set_input_delay [expr $clk_period * $clk_io_pct] -clock clk0 $non_clock_inputs
set_output_delay [expr $clk_period * $clk_io_pct] -clock clk0 [all_outputs]
```
**flow/config.mk**
```make
export PLATFORM = sky130hd
export DESIGN_NAME = NonMax
export DESIGN_NICKNAME = NonMax
export VERILOG_FILES = /design/flow/design.v
export SDC_FILE = /design/flow/constraint.sdc
export NUM_CORES = 4
export LEC_CHECK = 1
export CORE_AREA = 10 10 70 70
export DIE_AREA = 0 0 80 80
```
==> results.py <==
# Auto-generated metrics
metrics = {
    "run_status": {
        "run_status": "finished, violations left",
        "violations": "negative setup slack",
    },
    "timing": {
        "hold_viol": 0,
        "fin_ws_ns": -0.721,
        "max_slew_margin_pct": 82.1,
        "period_used_pct": 172,
        "maxSlewViolCount": 0,
        "fmax_ghz": 0.581,
        "setup_violations": 4,
        "tightest_slew_ns": 0.269,
        "rsz0062_at_grt": "true",
        "period_needed_ns": 1.72,
    },
    "synth": {
        "ys_types": 23,
        "ff_type": "dfrtp_1",
        "ys_seq_share_pct": 11.3,
        "synth_warnings": 2,
        "yosysChipArea_um2": 890,
        "mappedNetlistArea_um2": 890,
        "ys.flops": 4,
        "syn_inst": 104,
        "synth_area_per_cell_um2": 8.55,
        "synthArstFlopShare_pct": 100,
        "ys_cells": 104,
        "edf_count": 0,
    },
    "finish": {
        "fillers": 302,
        "multiInputGateArea_um2": 952,
        "area_delta_synth_final_pct": 93.5,
        "largest_registers": "o_pixel_r: 4 flops",
        "drive_gt1_share_pct": 31.3,
        "final-seq-area_um2": 100,
        "regMostFlops": "o_pixel_r",
        "layout.cells.non_filler": 209,
        "largest_reg_flops": 4,
        "utilization_pct": 50.4,
    },
    "grt": {
        "grt_pass1_vias": 1088,
        "grt_pass1_wl_um": 5080,
        "grt_usage_pct": 9.50,
        "antenna_found_initial": 0,
        "grt-ovfl-total": 0,
        "grt_max_degree": 7,
    },
    "floorplanning": {
        "core_util_floorplan_pct": 26.0,
        "core_area_mm2": 0.00342,
        "fp.dieW_um": 80,
        "die_area_mm2": 0.00640,
        "io_pins": 44,
        "rows": 21,
        "fp.dieH_um": 80,
    },
    "placed_design": {
        "dp_cells": 202,
        "numPortBuffers": 43,
        "dpl_worst_slack_ns": -1.43,
        "place_hpwl_um": 2420,
        "place.gp.congestion": 0.800,
    },
    "clock_tree": {
        "cts_tree": "yes",
        "cts-root-buf": "clkbuf_4",
        "path_clk_slew_ns": 0.04,
        "htree_levels": 1,
        "cts_buffers": 3,
        "clk_path_buf_depth": 2,
        "clock-sinks": 4,
    },
    "route": {
        "routed-wl-met3_um": 263,
        "wl_met1_um": 1440,
        "via_count": 1010,
        "drc": 0,
        "wirelength_um": 2980,
        "drt_iter0_markers": 39,
        "routed.top_layer": "met3",
        "wire_per_inst_um": 14.3,
        "diodes": 0,
        "dr_wl_met2_um": 1280,
        "final_antenna_net_count": 0,
        "vias_per_cell": 4.83,
        "firstDrtPassIters": 2,
    },
    "critical_path": {
        "cp_common_cell": "buf_6",
        "cp-start-kind": "input port",
        "arrival_ns": 1.87,
        "path_cells": "buf_6, clkinvlp_4, buf_6, ha_4, and3b_1, a2111oi_4, o22ai_2, o32a_4, nor3b_2",
        "cp-startpoint": "i_grad[18]",
        "cp_slowest_cell": "a2111oi_4",
        "path_class": "input port to flip-flop",
        "critPathMaxFanout": 5,
        "critPathCaptureType": "flip-flop",
        "max_stage_delay_ns": 0.29,
        "required_ns": 1.15,
    },
    "power": {
        "ir_drop_mv": 0.251,
        "p_leak_nw": 0.776,
        "totalPowerFinal_mw": 1.08,
        "powerDensity_mw_per_mm2": 627,
    },
    "run": {
        "cap_violations": 0,
        "warnings": 28,
    },
    "min_path": {
        "hold_class": "input port to async pin",
    },
}
==> per-stage QoR <==
step	hold slack (ns)	cell area [um^2]	TNS, ns
6_report	0.169	1720	-2.79
3_5_place_dp	0.414	1490	-5.67
4_1_cts	0.170	1710	-2.84
2_1_floorplan	-0.0956	930	-2.73
5_1_grt	0.166	1720	-3.03
3_3_place_gp	0.410	1490	-5.43
==> repair_timing <==
action	in CTS	in global routing
gates cloned	1	0
pin swaps	19	16
setup buffers	3	0
gates resized	55	11
hold buffers	0	0
endpoints found under the setup margin	8	7
==> cells by family after synthesis <==
kind of cell,count (synthesis),synth area share (%)
AND/OR/NAND/NOR,26,17.7
buffers and inverters,17,7.17
flip-flops,4,11.3
AND-OR/OR-AND,25,18.8
adder cells (fa/ha/maj),32,45.0
==> worst max-delay path: cells and delay by family <==
family / cells / cell delay, ns
and+or+nand+nor: 2 / 0.36
adders and majority gates: 1 / 0.21
buffers and inverters: 3 / 0.43
AOI/OAI and AO/OA: 3 / 0.66
==> area by class of cell <==
| type | instances | area share, % |
|---|---|---|
| inverters | 17 | 4.29 |
| flip-flops and latches | 4 | 5.81 |
| clock buffers | 3 | 1.31 |
| well taps | 46 | 3.34 |
| repair inverters | 1 | 0.436 |
| repair buffers | 55 | 29.5 |
| multi-input cells | 83 | 55.3 |
==> Yosys cell counts, types with 2 or more instances <==
cell type | instances | area share, %
nor2_1 | 3 | 1.3
o21ai_0 | 3 | 1.7
a21oi_1 | 9 | 5.1
o221ai_1 | 2 | 2.0
nand3_1 | 2 | 1.1
nor2b_1 | 6 | 4.2
nand4_1 | 6 | 4.2
o211ai_1 | 5 | 4.2
nand2_1 | 2 | 0.84
dfrtp_1 | 4 | 11
nor3_1 | 3 | 1.7
inv_1 | 17 | 7.2
ha_1 | 32 | 45
==> where the power goes <==
group          internal, mW  switching (mW)
Sequential            0.183         0.00544
Clock                 0.134          0.0667
Combinational         0.398           0.293
Total                 0.715           0.365
==> per-layer routing <==
layer	vias up	track usage, %
li1	513	-
met1	462	12.4
met2	35	15.3
met3	0	3.52
met4	0	0.352
met5	-	0
==> worst paths after layout <==
| path | slack [ns] | endpoint |
|---|---|---|
| min | 0.17 | o_pixel_r[1] |
| max | -0.72 | o_pixel_r[0] |
| max in group asynchronous | 0.66 | o_pixel_r[0] |
| min in group clk0 | 0.28 | o_pixel_r[1] |
==> placed cells by master (no fill, tap or decap), types with 4 or more instances in the layout <==
cell	count
nor2b_1	5
inv_1	14
clkbuf_2	4
nand4_1	6
a21oi_2	4
ha_1	20
dlygate4sd2_1	11
a21oi_1	6
o211ai_1	5
clkdlybuf4s50_1	22
ha_4	12
dfrtp_1	4
buf_4	10
Power figures rest on the tool's default switching activity, not on a simulated workload.
